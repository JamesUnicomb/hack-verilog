**/design/flow/run.sh**
```bash
#!/bin/bash
# OpenROAD 26Q1-2900-gdf79404cd8, Yosys 0.63+post, stock flow scripts
make -C /OpenROAD-flow-scripts/flow DESIGN_CONFIG=/design/flow/config.mk WORK_HOME=/design/flow/orfs finish
```
**/design/flow/constraint.sdc**
```tcl
current_design alu

set clk_period 11.5
set clk_io_pct 0.2

create_clock -name clk0 -period $clk_period

set non_clock_inputs [all_inputs -no_clocks]
set_input_delay [expr $clk_period * $clk_io_pct] -clock clk0 $non_clock_inputs
set_output_delay [expr $clk_period * $clk_io_pct] -clock clk0 [all_outputs]
```
**/design/flow/config.mk**
```make
export PLATFORM = sky130hd
export DESIGN_NAME = alu
export DESIGN_NICKNAME = alu
export VERILOG_FILES = /design/flow/design.v
export SDC_FILE = /design/flow/constraint.sdc
export NUM_CORES = 4
export LEC_CHECK = 1
export CORE_UTILIZATION = 30
```
**/design/flow/design.v**
```verilog
module alu (
    x,
    y,
    zx,
    nx,
    zy,
    ny,
    f,
    no,
    zr,
    ng,
    out
  );
    input      [15:0]   x;
    input      [15:0]   y;
    input              zx;
    input              nx;
    input              zy;
    input              ny;
    input               f;
    input              no;
    output reg         zr;
    output reg         ng;
    output reg [15:0] out;
  reg [15:0] x1;
  reg [15:0] x2;
  reg [15:0] y1;
  reg [15:0] y2;
  reg [15:0] fout;
  reg [15:0] res;
  always @* begin
    x1 <= (zx ? 8'h00 : x);
    y1 <= (zy ? 8'h00 : y);
    x2 <= (nx ? ~x1 : x1);
    y2 <= (ny ? ~y1 : y1);
    fout <= (f ? x2 + y2 : x2 & y2);
    res <= (no ? ~fout : fout);
    ng <= res[7];
    zr <= ~(|res);
    out <= res;
  end
endmodule
```
==> flow_metrics.tcl <==
# flow metrics
set metrics [dict create \
    status "finished clean" \
    worstHoldPathType "primary input to output pin" \
    power.clock.fraction_pct 0 \
    worstSetupPathType "primary input to output pin" \
    wl_per_cell_um 12.0 \
    routed_wl_um 4390 \
    port_buffers 56 \
    log.warning_count 32 \
    crit_path_end_kind "output pin" \
    hold_buffers 0 \
    p_int_uw 108 \
    syn_avg_cell_area_um2 7.45 \
    grt_pass1_wl_um 7180 \
    cts.repair.resized 0 \
    worstMarginPinSlew_ns 0.775 \
    clock_buffers 0 \
    drt_pass1_iterations 5 \
    die_h_um 80.1 \
    dp_hpwl_um 3740 \
    core.rowCount 28 \
    setup-violations-final 0 \
    area_delta_synth_final_pct 33.1 \
    die_x_um 80.1 \
    design.core.area_um2 5920 \
    ys_chip_area_um2 1830 \
    pwr-share-seq_pct 0 \
    dieArea_um2 6420 \
    switching_share_pct 45.3 \
    finalHoldViolCount 0 \
    irDropWorstVdd_mv 0.0359 \
    synth.distinct_cells 49 \
    drive_gt1_share_pct 5.15 \
    flops 0 \
    antenna_found_initial 0 \
    synth_cells 246 \
    drt_iter0_drc 141 \
    synth_area_um2 1830 \
    fill_cells 631 \
    drc_errors 0 \
    grt_max_degree 24 \
    layout_min_cycle_time_ns 8.57 \
    cp-start-kind "primary input" \
    fp_util_pct 30.9 \
    p_switching_uw 89.7 \
    maxCapViolCount 0 \
    seq_area_um2 0 \
    mostFrequentLayoutCell "clkdlybuf4s50_1" \
    arrival_ns 6.27 \
    pwr-share-comb_pct 100.0 \
    worstPathRequired_ns 9.20 \
    tns_ns 0 \
    grt_pass1_vias 1533 \
    lay_top_cells "clkdlybuf4s50_1, xnor2_1, nand2b_1, ha_1, nand2_1" \
    ant_nets 0 \
    grt_overflow 0 \
    vias_per_cell 4.96 \
    max_freq_ghz 0.117 \
    cts_setup_buffers 0 \
    final-comb-area_um2 1730 \
    seq_area_frac_synth_pct 0 \
    slew_viol_final 0 \
    yosysWarnings 1 \
    p_total_uw 198 \
    postLayoutCellArea_um2 2440 \
    finalCritPeriodShare_pct 74.5 \
    gp_congestion 0.880 \
    power.leakage_uw 0.000893 \
    power.density_nw_per_um2 81.2 \
    max_slew_margin_pct 48.2 \
    place_area_um2 2440 \
    vias 1814 \
    cp_max_fo 16 \
    ys_cells 246 \
    ioPinCount 56 \
    grt_setup_unrepaired "false" \
    grtUsageTotal_pct 14.0 \
    whs_ns 5.93 \
    diodes 0 \
]
power groups by stage:
stage	sequential [uW]	clock, uW	combinational, uW
4_1_cts	0	0	199
5_1_grt	0	0	220
6_report	0	0	198
path summary, 6_finish.rpt:
check,startpoint,to,slack [ns],cells after the start
setup / recovery,zx,zr,2.93,14
hold / removal,f,out[9],5.93,5
cell type report:
cell class         count  share of cell area (%)
repair buffers        59                    23.9
inverters              9                    1.39
multi-input cells    223                    70.9
well taps             75                    3.85
worst max-delay path, stage by stage:
cell             delay, ns
clkdlybuf4s50_1       0.60
nand2b_1              0.26
xnor2_1               0.13
ha_1                  0.25
fa_1                  0.43
a21o_1                0.24
a211oi_2              0.20
a311o_2               0.26
mux2i_1               0.23
a211oi_2              0.06
xnor2_1               0.15
or4_1                 0.56
nor4_2                0.13
clkdlybuf4s50_1       0.48
logic make-up (layout without fill, tap and decap cells):
family | Yosys count | after routing | share of synthesized area, %
and+or+nand+nor | 89 | 89 | 28.4
muxes | 10 | 10 | 5.74
xor gates and xnor gates | 52 | 52 | 24.9
AOI/OAI and AO/OA | 55 | 55 | 23.3
adders and majority gates | 17 | 17 | 12.0
buffers and inverters | 23 | 68 | 5.67
metal layers:
layer,vias to the layer above,track usage [%],wire length (um)
li1,968,-,-
met1,793,23.5,2480
met2,53,20.9,1760
met3,0,0,149
met4,0,0,0
met5,-,0,0
stage by stage:
stage	setup WS (ns)	util (%)	cells
floorplan	3.84	-	246
global placement	2.93	41.2	366
detailed placement	2.89	41.2	366
CTS	2.88	41.2	366
global route	2.64	41.2	366
finish	2.93	41.2	366
cell usage after synthesis, types with 2 or more instances:
cell type	instances	area, um2
a211o_1	2	17.5
a211oi_1	4	30.0
a211oi_2	2	25.0
a21o_1	6	45.0
a21oi_1	9	45.0
a31oi_1	5	31.3
and2_1	5	31.3
and3_1	3	18.8
buf_1	3	11.3
buf_2	2	10.0
buf_4	2	15.0
clkbuf_1	6	22.5
ha_1	16	200
inv_1	8	30.0
mux2i_1	8	80.1
nand2_1	10	37.5
nand2b_1	36	225
nand3_1	6	30.0
nand3b_1	2	15.0
nand4_1	3	18.8
nor2_1	9	33.8
nor2b_1	3	18.8
nor3_1	2	10.0
nor3b_1	2	15.0
nor4_1	2	12.5
o211ai_1	6	45.0
o21a_1	2	15.0
o21ai_0	7	35.0
o2bb2ai_1	3	26.3
or4_1	2	15.0
xnor2_1	52	455
Power is estimated from default activity; no workload was simulated.
