==> design/flow/design.v <==
module pc (
    out,
    in,
    clk,   
    incr,  
    load,   
    reset   
  );
  output reg [15:0] out;
  input [15:0] in;
  input clk;
  input incr;
  input load;
  input reset;
  wire [15:0] reg_out;
  reg [15:0] reg_in;
  register register(
    .clk(clk),
    .write(1'b1),
    .in(reg_in),
    .out(reg_out)
  );
  always @* begin
    if (reset)
      reg_in <= 0;
    else if (load)
      reg_in <= in;
    else if (incr)
      reg_in <= reg_out + 1;
    out <= reg_out;
  end
endmodule
module register(
  clk, 
  write, 
  in, 
  out
);
  input               clk;
  input             write;
  input      [15:0]    in;
  output reg [15:0]   out;
  always @(negedge clk)
  begin
      if(write)
          out <= in;
  end
endmodule
==> design/flow/run.sh <==
#!/bin/bash
# OpenROAD 26Q1-2900-gdf79404cd8, Yosys 0.63+post, stock flow scripts
make -C /OpenROAD-flow-scripts/flow DESIGN_CONFIG=/design/flow/config.mk WORK_HOME=/design/flow/orfs finish
==> design/flow/config.mk <==
export PLATFORM = sky130hd
export DESIGN_NAME = pc
export DESIGN_NICKNAME = pc
export VERILOG_FILES = /design/flow/design.v
export SDC_FILE = /design/flow/constraint.sdc
export NUM_CORES = 4
export LEC_CHECK = 1
export CORE_AREA = 10 10 98 98
export DIE_AREA = 0 0 108 108
==> design/flow/constraint.sdc <==
current_design pc

set clk_period 1.0
set clk_io_pct 0.2

create_clock -name clk0 -period $clk_period [get_ports {clk}]

set non_clock_inputs [all_inputs -no_clocks]
set_input_delay [expr $clk_period * $clk_io_pct] -clock clk0 $non_clock_inputs
set_output_delay [expr $clk_period * $clk_io_pct] -clock clk0 [all_outputs]
==> reports/results.txt <==
Via Count: 1045
Die H: 108 um
Crit path required time: 0.80 ns
Post-Place Cells: 264
area grow syn2layout: 61.31%
yosys aoi share: 0.1352
Congestion Overflow GR: 0
CP top delay family: flip-flops
Worst-Margin Slew: 0.6960 ns
pins over their slew limit: 0
net switching power: 0.4863 mW
Site Rows: 32
largest net degree at the start of global routing: 27
# IOs: 36
Setup crit end kind: primary output
first-pass GRT wire length: 5492 um
status: complete, but fails checks
M1 wire length: 1429 um
CP Class: register to primary output
Clock power frac: 0.469
H-Tree Depth: 1
yosys stat chip area: 1074 sq um
Routed WL: 3389 um
initial antenna violation count: 0
failing checks: negative setup slack
cell count after synthesis: 116
Total Power: 1.626 mW
Sum Neg Setup Slack: -6.887 ns
met2 wire length: 1633 um
worst min-delay path class: register to primary output
# Max-Cap Violations: 0
port bufs: 35
TritonCTS clock tree: built
Final Setup Violations: 16
Global Route Usage Sum: 0.05900
clk slew on worst S/H paths: 0.03 ns
router iterations before antenna repair: 4
antenna cells: 0
min setup slack post-route: -0.4413 ns
Internal: 1.140 mW
critical path arrival: 1.24 ns
ys cells: 116
Post-CTS Hold Buffers: 0
DR vias/cell: 3.628
register pins left without a clock: 16
XOR Share, Synth: 0.08974
combinational share of power: 0.113
uppermost layer routed: met4
worst relative slew slack: 0.5331
Adder Area Share: 0.01166
DP Wirelength: 2653 um
area fraction in and, or, nand and nor cells: 0.2028
WP buf/inv: 1
Worst Setup Start Kind: register
main logic family after synthesis: simple AND/OR/NAND/NOR gates
share of power burned in registers: 0.419
layout cells sized above 1: 0.3387
initial DRC count: 64
Tool Warnings: 44
dominant logic cell type in the layout: buf_4
Finished Layout Cells: 288
cells along the critical path: buf_2
Leakage: 0.7620 nW
Synth Cell Area: 1074 sq um
peak supply drop: 0.2750 mV
vias in the first global route: 1110
number of unconstrained endpoints: 32
Routed Antenna Nets: 0
Synth mux share: 0.009324
CTS buffer count: 3
Crit path largest cell delay: 0.31 ns
Max Root-Sink Buffers: 2
Switching Share: 0.2991
remaining routing DRC violations: 0
Die Span X: 108 um
die area: 11660 sq um
ys flops: 32
met3 routed WL: 269 um
Final GP Congestion: 0.8188
Cell Type Count: 28
FILL cells: 845
WL/cell: 11.77 um
CP Max Fanout: 2
Root Buffer: clkbuf_8
RSZ-0062 raised after global routing: true
floorplan utilization: 0.1404
Top cells excl fill/tap: 21 x buf_4, 19 x clkdlybuf4s50_1, 17 x inv_1
total core area: 7647 sq um
Synth Warn #: 2
Setup WS pre-CTS: -0.5101 ns
power density cells: 939.0 nW/um^2
final hold viol count: 0
Avg Inst Size Synth: 9.255 sq um
slowest cell on the critical path: dfxtp_2
==> cell families (layout without fill, tap and decap cells) <==
family                     count (synthesis)  after routing
xor gates and xnor gates                  11             11
latches                                   16             16
buffers and inverters                      8             78
AOI/OAI and AO/OA                         19             19
muxes                                      1              1
and+or+nand+nor                           44             44
adders and majority gates                  1              1
DFF                                       16             16
==> worst paths after layout <==
kind,depth (start not counted),startpoint,slack [ns],endpoint
max,1,register.out[3]$_DFF_N_,-0.44,out[3]
min,1,register.out[9]$_DFF_N_,1.41,out[9]
==> registers in the layout, indices dropped and copies added, names as in the netlist <==
signal / cells
reg_in: 16
register.out: 16
==> power by group through the flow <==
stage         combinational, mW  clock [mW]  sequential, mW
CTS                       0.186       0.818           0.680
global route              0.205       0.914           0.679
finish                    0.183       0.762           0.681
==> layout make-up <==
class | count | area [sq um] | area share
inverters | 2 | 7.507 | 0.004335
repair buffers | 56 | 427.9 | 0.2471
flip-flops and latches | 32 | 580.6 | 0.3353
clock inverters | 17 | 65.06 | 0.03757
multi-input cells | 76 | 481.7 | 0.2782
well taps | 102 | 127.6 | 0.07370
clock buffers | 3 | 41.29 | 0.02384
==> Yosys cell counts, drive strengths merged <==
| master | instances | area [sq um] |
|---|---|---|
| and3 | 1 | 7.510 |
| o21bai | 1 | 7.510 |
| nor2 | 16 | 60.06 |
| xnor2 | 6 | 52.55 |
| clkinv | 1 | 3.750 |
| a211oi | 9 | 67.56 |
| a2111oi | 1 | 15.01 |
| a311oi | 3 | 26.28 |
| or3 | 1 | 7.510 |
| a31o | 1 | 8.760 |
| and4 | 1 | 10.01 |
| clkbuf | 4 | 15.01 |
| a21oi | 3 | 15.01 |
| dlxtn | 16 | 240.2 |
| dfxtp | 16 | 320.3 |
| nand2 | 7 | 26.28 |
| ha | 1 | 12.51 |
| nor4 | 3 | 18.77 |
| buf | 1 | 5.000 |
| mux2i | 1 | 10.01 |
| nand3 | 6 | 30.03 |
| inv | 2 | 7.510 |
| nor3 | 4 | 20.02 |
| nor2b | 1 | 6.260 |
| xor2 | 5 | 43.79 |
| nand4 | 4 | 31.28 |
| o21ai | 1 | 5.000 |
==> metal layers <==
layer | vias to the layer above | global-route usage
met5 | - | 0
met4 | 0 | 0.02004
met3 | 4 | 0.02470
met2 | 33 | 0.09655
met1 | 458 | 0.06815
li1 | 550 | -
==> per-stage QoR <==
stage | instance area, sq um | utilization | hold slack [ns]
3_3_place_gp | 1670 | 0.2184 | 1.396
3_5_place_dp | 1670 | 0.2184 | 1.395
2_1_floorplan | 1092 | - | 0.9716
6_report | 1732 | 0.2264 | 1.407
4_1_cts | 1724 | 0.2255 | 1.425
5_1_grt | 1732 | 0.2264 | 1.447
==> timing repair <==
item	CTS	global route
setup buffers	4	1
gates resized	51	0
setup endpoints to repair	16	16
pin swaps	0	0
Power is estimated from default activity; no workload was simulated.
